### design.v
module sram(output [7:0] dout,
            input [7:0] din,
            input [7:0] addr,
            input wr, rd, cs);
    reg [7:0] memory [0:255];
    reg [7:0] data;
    assign dout = (cs && !rd) ? data : 8'bz;
    always @(posedge wr) begin
        if(cs && wr)
            memory[addr] <= din; 
    end
    always @(*) begin
        if(cs && !rd)
            data <= memory[addr]; 
    end
endmodule
### constraint.sdc
current_design sram

set clk_period 14.3
set clk_io_pct 0.2

create_clock -name clk0 -period $clk_period [get_ports {wr}]

set non_clock_inputs [all_inputs -no_clocks]
set_input_delay [expr $clk_period * $clk_io_pct] -clock clk0 $non_clock_inputs
set_output_delay [expr $clk_period * $clk_io_pct] -clock clk0 [all_outputs]
### run.sh
#!/bin/bash
# OpenROAD 26Q1-2900-gdf79404cd8, Yosys 0.63+post, stock flow scripts
make -C /OpenROAD-flow-scripts/flow DESIGN_CONFIG=/design/flow/config.mk WORK_HOME=/design/flow/orfs finish
### config.mk
export PLATFORM = sky130hd
export DESIGN_NAME = sram
export DESIGN_NICKNAME = sram
export VERILOG_FILES = /design/flow/design.v
export SDC_FILE = /design/flow/constraint.sdc
export NUM_CORES = 4
export LEC_CHECK = 1
export CORE_UTILIZATION = 30
==> impl_metrics.ini <==
; yosys + openroad results
[grt]
grt_max_degree = 118
grtUsageTotal = 0.233
grt_pass1_vias = 60092
grt_overflow_total = 0
antenna_found_initial = 11
grt_first_pass_wirelength_um = 387000

[clocking]
postCtsSetupBuffers = 0
cts_hold_buf = 0
cts_tree = done
cts.repair.resized = 0
clk_pin_slew_ns = 0.06

[power_and_ir_drop]
total_power_mw = 12.8
p_sw_frac = 0.218
p_seq_frac = 0.518
clockPowerShare = 0.439
p_leak_nw = 35.8
cell_internal_pwr_mw = 10.0
peakVddDrop_mv = 0.123
power_switching_mw = 2.79
combPwrFrac = 0.043
p_per_area_nw_per_um2 = 115

[detailed_routing]
wl_met1_um = 74300
wl_per_cell_um = 32.4
vias_per_cell = 5.90
ant_nets = 0
wl_met3_um = 53000
wl_met2_um = 109000
first_pass_iters = 15
routed.top_layer = met5
num_vias = 47746
routed_wl_um = 262000
drt_first_iter_violations = 5863
drcViolationCount = 0

[worst_setup_path]
setup.worst_path.end_class = flip-flop
cp_max_fo = 9
critPathRequiredTime_ns = 15.01
cp.arrival_ns = 10.57
crit_path_start_kind = clock port
worstSetupPathType = clk2reg

[yosys]
syn_avg_cell_area_um2 = 22.2
mappedNetlistArea_um2 = 78300
ys_area_um2 = 78300
syn_inst = 3526
ys.flops = 2056
synth_warnings = 2
yosys_cells = 3526
synth_cell_types = 22

[cells_and_area]
fillerInstances = 20785
area_delta_synth_final_pct = 41.8
final_util = 0.428
fin_cells = 8092
drive_gt1_frac = 0.382
combGateArea_um2 = 15700
fin_area_um2 = 111000
layout.cells.most_common = edfxtp_1
lay_top_cells = 2,048 x edfxtp_1, 1,073 x clkbuf_16, 512 x mux4_2, 258 x nor2_1, 256 x a22oi_1
register_area_um2 = 61600

[final_timing]
slew_headroom = 0.104
untimed_endpoints = 16
hold_violations = 0
finalMaxSlewViolations = 0
rsz0062_at_grt = no
unclocked_pins = 8
tns_ns = 0
timing.final.ws_setup_ns = 4.44
worst_slew_pin_slew_ns = 1.33
holdWs_ns = 1.83
setup_violations = 0

[min_path]
min_path_type = clk2reg

[placement]
dp_cells = 6819
routabilityCongestion = 0.873
portBuffers = 26
post-dp-hpwl_um = 110000
place_area_um2 = 82600
dp_slack_ns = 6.12

[floorplanning]
fp-row-count = 187
die_area_um2 = 263000
fp_util = 0.302
die_w_um = 513
coreArea_um2 = 259000
die_y_um = 513
io-pin-count = 27

[status]
status = completed

[run]
maxCapViolations = 0
warning_count = 43
cell families after synthesis:
| family | share of synthesized area |
|---|---|
| flip-flops | 0.786 |
| buffers and inverters | 0.0129 |
| multiplexers | 0.147 |
| AND/OR/NAND/NOR | 0.0161 |
| latches | 0.00153 |
| AND-OR/OR-AND | 0.0363 |
flip-flops by register name (all words and copies together), names as in the netlist:
register / count
data: 8
memory: 2048
per-layer routing:
metal  GRT usage  vias to the layer above
met3       0.265                     2256
met2       0.262                     5770
met5      0.0676                        -
met1       0.199                    22602
li1            -                    17058
met4       0.217                       60
synthesized netlist by cell type:
cell type  count  area, µm²
a21oi_1      128        641
a22oi_1      256       1920
and2_1         2       12.5
and4_1         1       8.76
buf_1         17       63.8
buf_2         44        220
buf_4         11       82.6
buf_6          9        101
clkbuf_1     144        541
dlxtp_1        8        120
edfxtp_1    2048      61500
mux4_2       512      11500
nand2_1       30        113
nand2b_1       2       12.5
nand3_1        4       20.0
nand4_1        8       50.1
nor2_1       259        972
nor2b_1        7       43.8
nor3_1         1       5.00
nor3b_1        2       15.0
o41ai_1       32        280
or2_2          1       6.26
worst max-delay path, cell delays in order:
cell	delay (ns)
clkbuf_16	0.12
clkbuf_16	0.13
clkbuf_16	0.13
clkbuf_16	0.14
clkbuf_16	0.13
clkbuf_16	0.14
clkbuf_16	0.14
clkbuf_16	0.14
clkbuf_16	0.15
clkbuf_16	0.14
nand2_1	0.10
clkbuf_16	0.18
clkbuf_16	0.12
nor3b_1	0.09
clkbuf_16	0.23
clkbuf_16	0.14
nand2_1	0.15
clkbuf_16	0.20
clkbuf_16	0.22
clkbuf_16	0.16
nor2_1	0.08
clkbuf_16	0.21
clkbuf_16	0.15
power by group through the flow:
stage / clock network [mW] / logic (mW) / registers, mW
finish: 5.62 / 0.552 / 6.64
global route: 5.91 / 0.579 / 6.63
CTS: 5.70 / 0.539 / 6.63
final timing paths:
| kind | start | to | slack (ns) | depth (start not counted) |
|---|---|---|---|---|
| setup / recovery | wr | memory[149][1] | 4.44 | 23 |
| hold / removal | wr | memory[79][3] | 1.83 | 19 |
layout make-up:
cell class	count	share of cell area
multi-input combinational	1245	0.141
tap	3402	0.0384
clock buffer	1120	0.244
clock inverter	138	0.0121
antenna	14	0.000316
sequential	2056	0.555
timing repair buffer	117	0.00927
No activity file was given, so power comes from the tool's default toggle rates.
