==> design.v <==
module LFSR( output reg [1:26] q,
             input clk,
             input rst_n,
             input load,
             input [1:26] din
             );
    always @(posedge clk) begin
        if(~rst_n)
            q <= 26'b0;
        else begin
            if(load)
                q <= (|din) ? din : 26'b1;
            else if(q == 26'b0)
                q <= 26'b1;
            else begin          
                q[10:26] <= q[9:25];
                q[9] <= q[8] ^ q[26];
                q[8] <= q[7] ^ q[26];
                q[3:7] <= q[2:6];
                q[2] <= q[1] ^ q[26];
                q[1] <= q[26];
            end 
        end
    end
endmodule
==> run.sh <==
#!/bin/bash
# OpenROAD 26Q1-2900-gdf79404cd8, Yosys 0.63+post, stock flow scripts
make -C /OpenROAD-flow-scripts/flow DESIGN_CONFIG=/design/flow/config.mk WORK_HOME=/design/flow/orfs finish
==> config.mk <==
export PLATFORM = sky130hd
export DESIGN_NAME = LFSR
export DESIGN_NICKNAME = LFSR
export VERILOG_FILES = /design/flow/design.v
export SDC_FILE = /design/flow/constraint.sdc
export NUM_CORES = 4
export LEC_CHECK = 1
export CORE_AREA = 10 10 87 87
export DIE_AREA = 0 0 97 97
==> constraint.sdc <==
current_design LFSR

set clk_period 1.7
set clk_io_pct 0.2

create_clock -name clk0 -period $clk_period [get_ports {clk}]

set non_clock_inputs [all_inputs -no_clocks]
set_input_delay [expr $clk_period * $clk_io_pct] -clock clk0 $non_clock_inputs
set_output_delay [expr $clk_period * $clk_io_pct] -clock clk0 [all_outputs]
==> reports/results.ini <==
[worst_hold_path]
min_from=q[24]$_SDFF_PN0_
min_path_type=register to register
holdPathStages=2
holdPathEnd=q[25]$_SDFF_PN0_

[worst_setup_path]
required_ps=1360
worst_r2r_endpoint=q[26]$_SDFF_PN0_
crit_chain=clkdlybuf4s50_1
cp_top_family=buffers and inverters
start_kind=register
crit_fanout=3
r2r-start=q[26]$_SDFF_PN0_
critPathKind=register to primary output
critPathBufInv=1
slowest_stage=clkdlybuf4s50_1
ff2ff_path_depth=5
end_kind=primary output
cpPeakStageDelay_ps=520
critPathArrivalTime_ps=1200
r2r_setup_slack_ps=490
cp-startpoint=q[16]$_SDFF_PN0_

[logic_synthesis]
synth.top_cell.area_share_pct=44.6
syn-mean-instance-area_sq_um=10.6
yosys_cells=110
synth_area_sq_um=1170
synth_dominant_cell_count=dfxtp_1
async_flop_share_pct=0
synth_cell_types=20
synth_seq_share_pct=44.6
edf_count=0
ys.flop_type=dfxtp_1
top_area_cell=dfxtp_1
synthTopCellsByCount=26 x dfxtp_1, 22 x mux2i_1, 22 x nor2b_1
ys_area_sq_um=1170
area_leaders=dfxtp_1 45%, mux2i_1 19%, nor2b_1 12%
synth_warnings=1
ys_ff=26
synthCells=110

[detailed_routing]
insertedDiodeCount=0
wirelength_mm=3.68
initialDrtViolationCount=57
vias=978
drtPass1Iterations=2
ant_nets=0
drc_errors=0
viasPerCell=4.06
wl_per_cell_um=15.3

[final_timing]
worstMarginPinSlew_ps=421
finClkSkew_ps=4.58
min_period_over_period_pct=90.8
setup_viol=0
layout_min_cycle_time_ps=1540
slew_violations=0
fmax_mhz=648
hold_viol_final=0
rsz0062_at_grt=false
slew_headroom_pct=71.7

[die]
rows=27
die_w_um=97
io_pins=55
coreArea_sq_um=5640
chipArea_sq_um=9410
die_h_um=97
fp_util_pct=20.7

[cts]
insertion_delay_ps=270
cts_inserted_buffers=3
cts_resized=0
clock_path_buffers=2
cts.sinks=26
clkTransAtPathRegs_ps=90
h-tree-depth=1
post_cts_buffers=0
cts_root_buffer=clkbuf_8
cts_tree=built
cts_hold_buf=0

[placed_design]
portBuffers=54
place_area_sq_um=1820
dpl.cell_count=237
dp_hpwl_mm=2.97
gp_congestion=0.773

[layout]
largest-register=q
area_delta_synth_final_pct=60.8
reg_top3=q: 26 flops
largest_reg_flops=26
drive_gt1_share_pct=10.1
fin_cells=241
stdcell_area_sq_um=1880
fillers=566

[global_route]
antenna_found_initial=0
globalRoute.totalOverflow=0
grt_max_degree=27
grt_pass1_wl_mm=6.07
track_usage_pct=7.69
grt_pass1_vias=1073

[pwr]
power_density_nw_per_um2=731
ir_worst_vdd_mv=0.286
power.leakage_uw=0.000723

[job]
cap_violations=0
warnings=25

[status]
status=complete, no violations

-- report_power, final --
| group | internal (uW) | total [uW] | switching, uW |
|---|---|---|---|
| combinational | 195 | 284 | 88.8 |
| sequential | 647 | 684 | 37.0 |
| clock | 207 | 404 | 196 |
-- layout by cell type (no fill, tap or decap), types with 3 or more instances in the layout --
cell             Yosys  routed
and2_1               3       3
buf_4                0       6
clkbuf_8             0       4
clkdlybuf4s50_1      0      54
dfxtp_1             26      26
mux2i_1             22      22
nand2_1              3       3
nor2_1               3       3
nor2b_1             22      22
nor4_1               8       8
nor4_2               3       3
o21ai_1              4       4
xnor2_1              3       3
-- metrics by stage --
stage	hold slack (ps)	setup WS, ps	utilization, %	total power [uW]	TNS, ps
floorplan	468	599	-	801	0
global placement	532	-75.8	32.3	990	-75.8
detailed placement	539	-67.3	32.3	990	-67.3
CTS	553	143	33.3	1400	0
global route	572	86.9	33.3	1450	0
finish	547	156	33.3	1370	0
-- how the worst max path moves through the flow --
stage / end / slack, ps / cells after the start
after CTS: q[16] / 140 / 1
after global routing: q[16] / 90 / 1
final: q[16] / 160 / 1
-- layer usage --
metal	part of all wire [%]	vias up	track usage [%]
li1	-	504	-
met4	1.8	0	1.13
met3	7.3	5	2.29
met2	47	27	12.4
met5	0	-	0
met1	43	442	10.1
-- cell families (layout without fill, tap and decap cells) --
logic type | count (synthesis) | after routing | share of synthesized area [%]
muxes | 22 | 22 | 18.9
DFF | 26 | 26 | 44.6
and+or+nand+nor | 48 | 48 | 28.2
AOI/OAI and AO/OA | 5 | 5 | 2.57
xor gates and xnor gates | 3 | 3 | 2.25
buffers and inverters | 6 | 65 | 3.54
-- layout make-up --
class                           count  area (sq um)  share of cell area (%)
Timing Repair Buffer               61           606                    32.3
Tap cell                           72          90.1                    4.80
Multi-Input combinational cell     78           606                    32.3
Clock buffer                        4          55.1                    2.93
Sequential cell                    26           520                    27.7
No activity file was given, so power comes from the tool's default toggle rates.
