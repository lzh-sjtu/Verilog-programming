[flow/config.mk]
export PLATFORM = sky130hd
export DESIGN_NAME = ALU
export DESIGN_NICKNAME = ALU
export VERILOG_FILES = /design/flow/design.v
export SDC_FILE = /design/flow/constraint.sdc
export NUM_CORES = 4
export LEC_CHECK = 1
export CORE_AREA = 10 10 100 100
export DIE_AREA = 0 0 110 110
[flow/constraint.sdc]
current_design ALU

set clk_period 4.8
set clk_io_pct 0.2

create_clock -name clk0 -period $clk_period

set non_clock_inputs [all_inputs -no_clocks]
set_input_delay [expr $clk_period * $clk_io_pct] -clock clk0 $non_clock_inputs
set_output_delay [expr $clk_period * $clk_io_pct] -clock clk0 [all_outputs]
[flow/design.v]
module ALU(output reg c_out,
           output reg [7:0] sum,
           input [2:0] oper,
           input [7:0] a,
           input [7:0] b,
           input c_in);
    always @(*) begin
        case(oper)
            3'b000: {c_out, sum} = a + b + c_in;  
            3'b001: {c_out, sum} = a + ~b + c_in;  
            3'b010: {c_out, sum} = b + ~a + ~c_in;  
            3'b011: {c_out, sum} = {1'b0, a | b};  
            3'b100: {c_out, sum} = {1'b0, a & b};  
            3'b101: {c_out, sum} = {1'b0, (~a) & b};  
            3'b110: {c_out, sum} = {1'b0, a ^ b};  
            3'b111: {c_out, sum} = {1'b0, a ~^ b};  
            default: {c_out, sum} = 9'bx;
        endcase
    end
endmodule
[flow/run.sh]
#!/bin/bash
# OpenROAD 26Q1-2900-gdf79404cd8, Yosys 0.63+post, stock flow scripts
make -C /OpenROAD-flow-scripts/flow DESIGN_CONFIG=/design/flow/config.mk WORK_HOME=/design/flow/orfs finish
==> reports/results.ini <==
[synth]
area_leaders = ha_1 21%, fa_1 9.7%, xor2_1 7.0%
ys_seq_frac = 0
xor_share = 0.108
ys_area_um2 = 1870
mux_share = 0.0402
yosysTopAreaCell = ha_1
top_cell_area_share = 0.215
synthTopLogicFamily = adder cells
syn_area_um2 = 1870
yosysWarnings = 1
aoi_share = 0.277
synthCells = 253
ys_sh_simple = 0.154
synth.distinct_cells = 49
avgSynthCellArea_um2 = 7.37
synth_stat.cells = 253
fa_ha_area_frac = 0.311

[global_routing]
grt_pass1_vias = 1766
grt_max_degree = 23
grt_usage = 0.0899
overflow = 0
antenna_found_initial = 0
grt_pass1_wl_mm = 8.88

[setup_path]
cp_max_fo = 3
cp_cell_sequence = clkdlybuf4s50_1 -> inv_1 -> fa_2 -> ha_4 -> fa_2 -> a21o_1 -> a21oi_2 -> xor2_1 -> a21boi_1 -> o311a_1 -> clkdlybuf4s50_1
worstPathArrival_ns = 3.75
slowest_delay_ns = 0.45
cp-end-kind = primary output
slowest_stage = clkdlybuf4s50_1
critical_path.startpoint_type = input port
crit_type = input port to primary output
cp.required_ns = 3.84

[pwr]
total_power_mw = 0.302
ir_drop_v = 0.0000255
power.density_nw_per_um2 = 121
p_leak_nw = 1.10

[job]
maxCapViolCount = 0
warnings = 54

[final_timing]
finalCritPeriodShare = 0.982
hold_viol = 0
slew_viol_final = 0
worstMarginPinSlew_ns = 0.421
fmax_ghz = 0.212
fin_crit_ns = 4.71
worst_slew_margin_rel = 0.719
setup_viol = 0
fin_hold_ws_ns = 2.92

[die]
die_x_um = 110
chipArea_um2 = 12100
fp.dieH_um = 110
core_area_um2 = 7810
rows = 32
initCoreUtil = 0.239
pin_count = 29

[layout]
seqCellArea_um2 = 0
area_growth_syn_to_layout_pct = 34.1
final-comb-area_um2 = 1750
fillers = 810
final_layout_size_suffix_gt1_frac = 0.184
seq_cells = 0
final.clkbuf_count = 0

[outcome]
status = finished clean

[cts]
cts_hold_buf = 0

[routing]
drc = 0
routed_wl_mm = 5.40
via_per_inst = 4.66
wire_per_inst_um = 13.6
drtIter0Drc = 158
ant_nets = 0
first_pass_iters = 6
n_antenna_cell = 0
vias = 1846

[min_path]
min_path_type = input port to primary output
min_path_cells = 7

[placement]
hpwl_mm = 4.43
portBuffers = 29
gp_congestion = 0.918

## synthesized netlist by cell type (all sizes together), types with 2 or more instances
cell and number:
a31oi 3, fa 9, buf 9, a32oi 4
a221oi 2, nor4 2, xor2 15, nand2b 3
o21ai 14, inv 32, nor2b 5, nand2 21
nor2 19, mux2 2, a21o 5, clkbuf 6
o31ai 5, a211oi 4, ha 32, xnor2 8
mux2i 3, nand3b 2, o211ai 5, a21oi 16
o2bb2ai 2, nor3 5, o21bai 2
## power breakdown
group	switching (mW)	leakage (nW)	internal, mW	total [mW]
registers	0	0	0	0
clock network	0	0	0	0
logic	0.150	1.10	0.152	0.302
total	0.150	1.10	0.152	0.302
## final cells by class
class,count,share of cell area
inverter,33,0.0495
multi-input combinational,205,0.700
tap,102,0.0510
timing repair buffer,56,0.200
## kinds of logic after synthesis
family	Yosys count
fa+ha+maj	41
xor+xnor	23
compound gates	74
mux	6
buf+inv	48
simple gates	61
## worst paths after layout
path	start	to	slack, ns
min	a[6]	sum[6]	2.92
max	c_in	sum[5]	0.09
## layer usage
layer  vias to the layer above  wire length (um)  share of wire  track usage
met3                         0               281          0.052       0.0123
met2                        33              2500           0.46        0.145
met4                         0                 0              0            0
li1                        957                 -              -            -
met1                       856              2620           0.49        0.133
met5                         -                 0              0            0
## critical path: cells and delay by family
kind	cells	cell delay (ns)
XOR/XNOR	1	0.16
adder cells (fa/ha/maj)	3	0.97
buffers and inverters	3	0.92
AND-OR/OR-AND	4	0.75
## metrics by stage
stage,cells,setup slack (ns),TNS (ns),cell area (um^2),util
6_report,396,0.0864,0,2500,0.321
5_1_grt,396,-0.000111,-0.000111,2500,0.321
4_1_cts,395,0.00582,0,2410,0.309
3_5_place_dp,395,-0.193,-0.436,2400,0.307
3_3_place_gp,395,-0.192,-0.402,2400,0.307
2_1_floorplan,253,0.875,0,1870,-
## placed cells by master (no fill, tap or decap), types with 3 or more instances in the layout
cell	count
mux2i_1	3
xor2_1	15
nor2b_1	5
fa_2	6
nand2_1	21
ha_1	27
o31ai_1	4
a21oi_1	12
fa_1	3
nor3_1	5
xnor2_1	8
nor2_1	18
clkdlybuf4s50_1	26
o21ai_0	11
buf_4	27
a21o_1	5
a31oi_1	3
dlymetal6s2s_1	3
inv_1	31
o21ai_1	3
a211oi_2	3
a21oi_2	4
a32oi_1	3
nand2b_1	3
o211ai_1	5
ha_2	3
## what timing repair did
item / in CTS / in global routing
endpoints found under the setup margin: 3 / 6
pin swaps: 0 / 12
setup buffers: 0 / 1
resized: 7 / 22
No activity file was given, so power comes from the tool's default toggle rates.
